### design/flow/run.sh
#!/bin/bash
# OpenROAD 26Q1-2900-gdf79404cd8, Yosys 0.63+post, stock flow scripts
make -C /OpenROAD-flow-scripts/flow DESIGN_CONFIG=/design/flow/config.mk WORK_HOME=/design/flow/orfs finish
### design/flow/config.mk
export PLATFORM = sky130hd
export DESIGN_NAME = riscv_4bit_processor
export DESIGN_NICKNAME = riscv_4bit_processor
export VERILOG_FILES = /design/flow/design.v
export SDC_FILE = /design/flow/constraint.sdc
export NUM_CORES = 4
export LEC_CHECK = 1
export CORE_AREA = 10 10 76 76
export DIE_AREA = 0 0 86 86
### design/flow/constraint.sdc
current_design riscv_4bit_processor

set clk_period 2.7
set clk_io_pct 0.2

create_clock -name clk0 -period $clk_period [get_ports {clk}]

set non_clock_inputs [all_inputs -no_clocks]
set_input_delay [expr $clk_period * $clk_io_pct] -clock clk0 $non_clock_inputs
set_output_delay [expr $clk_period * $clk_io_pct] -clock clk0 [all_outputs]
### design/flow/design.v
module alu (
    input [3:0] a,
    input [3:0] b,
    input opcode,
    output reg [3:0] result
);
    always @(*) begin
        case (opcode)
            1'b0: result = a + b;
            1'b1: result = a - b;
            default: result = 4'b0;
        endcase
    end
endmodule
module control_unit (
    input [11:0] instruction,
    output reg alu_op,
    output reg reg_we
);
    wire opcode;
    assign opcode = instruction[0];
    always @(*) begin
        alu_op = 1'b0;
        reg_we = 1'b0;
        case (opcode)
            1'b0: begin
                alu_op = 1'b0;
                reg_we = 1'b1;
            end
            1'b1: begin
                alu_op = 1'b1;
                reg_we = 1'b1;
            end
            default: begin
                alu_op = 1'b0;
                reg_we = 1'b0;
            end
        endcase
    end
endmodule
module instruction_memory (
    input [3:0] pc,
    output reg [11:0] instr
);
    reg [11:0] mem [0:15];
    initial begin
        mem[0] = 12'b000100100000;
        mem[1] = 12'b001000010001;
        mem[2] = 12'b001100100000;
        mem[3] = 12'b000000000000;
        mem[4] = 12'b000000000000;
        mem[5] = 12'b000000000000;
        mem[6] = 12'b000000000000;
        mem[7] = 12'b000000000000;
        mem[8] = 12'b000000000000;
        mem[9] = 12'b000000000000;
        mem[10] = 12'b000000000000;
        mem[11] = 12'b000000000000;
        mem[12] = 12'b000000000000;
        mem[13] = 12'b000000000000;
        mem[14] = 12'b000000000000;
        mem[15] = 12'b000000000000;
    end
    always @(*) begin
        instr = mem[pc];
    end
endmodule
module program_counter (
    input clk,
    input reset,
    output reg [3:0] pc
);
    always @(posedge clk or posedge reset) begin
        if (reset) begin
            pc <= 4'b0000;
        end
        else begin
            pc <= pc + 1;
        end
    end
endmodule
module register_file (
    input clk,
    input reset,
    input we,
    input [1:0] rs1_addr,
    input [1:0] rs2_addr,
    input [1:0] rd_addr,
    input [3:0] rd_data,
    output [3:0] rs1_data,
    output [3:0] rs2_data
);
    reg [3:0] registers [0:3];
    assign rs1_data = registers[rs1_addr];
    assign rs2_data = registers[rs2_addr];
    always @(posedge clk or posedge reset) begin
        if (reset) begin
            registers[0] <= 4'd2;
            registers[1] <= 4'd0;
            registers[2] <= 4'd3;
            registers[3] <= 4'd0;
        end
        else if (we) begin
            registers[rd_addr] <= rd_data;
        end
    end
endmodule
module riscv_4bit_processor (
    input clk,
    input reset,
    output [3:0] result
);
    wire [3:0] pc;
    wire [11:0] instruction;
    wire [3:0] rs1_data, rs2_data, alu_result;
    wire [1:0] rs1_addr, rs2_addr, rd_addr;
    wire alu_op;
    wire reg_we;
    assign rs1_addr = instruction[3:2];
    assign rs2_addr = instruction[5:4];
    assign rd_addr = instruction[7:6];
    program_counter pc_inst (
        .clk(clk),
        .reset(reset),
        .pc(pc)
    );
    instruction_memory imem (
        .pc(pc),
        .instr(instruction)
    );
    control_unit cu (
        .instruction(instruction),
        .alu_op(alu_op),
        .reg_we(reg_we)
    );
    register_file regfile (
        .clk(clk),
        .reset(reset),
        .we(reg_we),
        .rs1_addr(rs1_addr),
        .rs2_addr(rs2_addr),
        .rd_addr(rd_addr),
        .rd_data(alu_result),
        .rs1_data(rs1_data),
        .rs2_data(rs2_data)
    );
    alu alu_inst (
        .a(rs1_data),
        .b(rs2_data),
        .opcode(alu_op),
        .result(alu_result)
    );
    assign result = alu_result;
endmodule
==> flow_metrics.py <==
# Flow results
metrics = {
    "final_layout": {
        "area_growth_pct": 89.7,
        "drive_gt1_frac": 0.644,
        "finalCoreUtilization": 0.241,
        "final_area_um2": 992,
        "finalNonFillerCells": 137,
    },
    "timing": {
        "setup_viol": 4,
        "post-route-min-period_ns": 3.26,
        "finClkSkew_ns": 0.00307,
        "relSlewSlack": 0.792,
        "finalWorstSetupSlack_ns": -0.556,
        "period_used_share": 1.21,
        "rsz0062_at_grt": "true",
        "final_hold_viol_count": 0,
        "clock.fmax_mhz": 307,
        "tightest_slew_ns": 0.312,
        "holdWs_ns": 0.557,
        "slew_violations": 0,
    },
    "clock_network": {
        "root_buffer": "clkbuf_8",
        "clk_latency_ns": 0.23,
        "clkTransAtPathRegs_ns": 0.04,
        "cts_hold_buf": 0,
        "clock_sinks": 8,
        "cts-htree-levels": 1,
        "cts_tree": "built",
        "cts_buffers": 3,
        "cts_buffer_depth": 2,
    },
    "floorplan": {
        "die_w_um": 86,
        "die_h_um": 86,
        "fp_util": 0.127,
        "core.rowCount": 23,
        "pin_count": 6,
        "core_area_um2": 4120,
        "die_area_um2": 7400,
    },
    "critical_path": {
        "reg2reg_depth": 15,
        "worstPathArrival_ns": 2.72,
        "crit_fanout": 3,
        "worstSetupEndpointType": "output pin",
        "required_ns": 2.16,
        "crit_path_start_kind": "flop",
        "crit_type": "reg2out",
    },
    "routing": {
        "dr.first_iter.drc_count": 13,
        "route.vias.total": 457,
        "firstDrtPassIters": 3,
        "ant_nets": 0,
        "vias_per_cell": 3.34,
        "antenna_cells": 0,
        "drc": 0,
        "routed_wl_um": 1260,
        "post_drt_wl_per_cell_um": 9.16,
    },
    "placed_design": {
        "place_congestion": 0.756,
        "placed_cells": 122,
        "hpwl_um": 850,
        "post-place-ws_ns": -0.742,
        "placed_area_um2": 801,
        "io_buffers": 5,
    },
    "synth": {
        "logic_family": "adder cells",
        "synth.distinct_cells": 20,
        "ys.flops": 8,
        "ys_sh_xor": 0.100,
        "yosysSeqAreaShare": 0.385,
        "ys_warn_count": 6,
        "synthesis.area_um2": 523,
        "yosys_cells": 47,
        "synth-compound-area-share": 0.100,
        "synth_area_per_cell_um2": 11.1,
        "ys_area_um2": 523,
        "synthMuxAreaShare": 0,
        "simple_gate_area_frac": 0.134,
        "fa_ha_area_frac": 0.230,
        "synthCells": 47,
    },
    "grt": {
        "grt_antenna_before_repair": 0,
        "grt_start_max_net_pins": 9,
        "grt_pass1_vias": 491,
        "grt_use_total": 0.0331,
        "overflow": 0,
        "grt_pass1_wl_um": 2060,
    },
    "pwr": {
        "power_per_cell_area_nw_per_um2": 278,
        "leakage_uw": 0.000493,
        "ir_worst_vdd_mv": 0.106,
    },
    "flow_run": {
        "warning_count": 30,
        "maxCapViolCount": 0,
    },
    "outcome": {
        "outcome": "finished, violations left",
        "violations": "negative setup slack",
    },
    "hold_path": {
        "min-delay-path-class": "in2async",
    },
}
[kinds of logic (layout without fill, tap and decap cells)]
kind of cell / after synthesis / in the layout
AOI/OAI and AO/OA: 5 / 5
xor gates and xnor gates: 6 / 6
adders and majority gates: 9 / 9
buffers and inverters: 7 / 47
DFF: 8 / 8
and+or+nand+nor: 12 / 12
[cells in the final DEF (no fill, tap or decap)]
cell type	Yosys	routed
nor3_4	0	1
a21oi_2	0	1
fa_2	0	1
clkbuf_1	0	1
inv_1	6	4
o41ai_4	1	1
buf_6	0	3
dfstp_2	1	1
clkbuf_8	0	3
o31ai_1	1	1
clkdlybuf4s50_1	0	2
nand3_1	1	1
ha_1	8	3
xor2_2	0	1
o21a_1	1	1
buf_4	0	28
nor2_2	0	1
xnor2_1	2	2
xor2_1	4	3
nor3_2	2	2
nor2_1	2	1
o21ai_1	1	1
inv_2	1	3
ha_4	0	4
clkbuf_2	0	1
nand3b_1	2	2
buf_2	0	2
dfrtp_1	7	7
ha_2	0	1
nand2_2	1	2
nand2_1	3	2
[worst max-delay path, stage by stage, from the launching register on]
cell,delay [ns]
dfrtp_1,0.37
inv_2,0.08
ha_4,0.17
buf_6,0.11
nor3_4,0.17
nor3_2,0.07
o21ai_1,0.16
ha_2,0.19
xor2_1,0.14
nand2_1,0.11
ha_4,0.29
nand3b_1,0.09
nand2_1,0.08
xor2_1,0.17
xnor2_1,0.15
buf_2,0.13
[per-stage QoR]
stage                     power (uW)  TNS (ns)
final                            276     -1.45
after global routing             284     -2.11
after CTS                        279     -1.50
after detailed placement         126     -1.62
after global placement           126     -1.53
after floorplan                  124         0
[power breakdown]
part | switching (uW) | internal [uW] | leakage, uW
clock | 49.4 | 103 | 0.0000228
combinational | 2.41 | 1.35 | 0.000360
sequential | 0 | 120 | 0.000110
total | 51.8 | 224 | 0.000493
[state kept, by name (all words and copies together) (netlist names)]
name / count
regfile.registers: 4
pc_inst.pc: 4
[cell type report]
type / instances / area, um2
inverters: 7 / 26.3
well taps: 50 / 62.6
multi-input cells: 32 / 378
fillers: 422 / 3120
repair buffers: 36 / 279
flip-flops and latches: 8 / 201
clock buffers: 4 / 45.0
[cells in the mapped netlist]
cell type | instances | area (um2)
nand3_1 | 1 | 5.00
o31ai_1 | 1 | 7.51
nand3b_1 | 2 | 15.0
inv_1 | 6 | 22.5
nand2_2 | 1 | 6.26
dfstp_2 | 1 | 26.3
ha_1 | 8 | 100
nor3_1 | 1 | 5.00
xor2_1 | 4 | 35.0
o21ai_1 | 1 | 5.00
a21oi_1 | 1 | 5.00
o21a_1 | 1 | 7.51
nor3_2 | 2 | 20.0
inv_2 | 1 | 3.75
nand2_1 | 3 | 11.3
nor2_1 | 2 | 7.51
o41ai_4 | 1 | 27.5
xnor2_1 | 2 | 17.5
dfrtp_1 | 7 | 175
fa_1 | 1 | 20.0
[what timing repair did]
action,CTS,global route
pin swaps,17,12
endpoints found under the hold margin,0,0
buffers inserted,8,4
endpoints found under the setup margin,4,5
gates resized,19,8
[per-layer routing]
layer	vias to the layer above	wire (um)	track usage
met1	218	556	0.0368
met2	3	630	0.0602
met3	4	35	0.00953
met4	0	32	0.00749
met5	-	0	0
li1	232	-	-
[path summary, 6_finish.rpt]
kind	startpoint	endpoint	slack [ns]
setup / recovery	pc_inst.pc[0]$_DFF_PP0_	result[3]	-0.56
hold / removal	reset	pc_inst.pc[1]$_DFF_PP0_	0.56
setup reg to reg	pc_inst.pc[0]$_DFF_PP0_	regfile.registers[0][3]$_DFF_PP0_	0.15
hold reg to reg	pc_inst.pc[1]$_DFF_PP0_	pc_inst.pc[1]$_DFF_PP0_	0.64
max in group asynchronous	reset	regfile.registers[0][1]$_DFF_PP1_	1.86
min in group clk0	pc_inst.pc[1]$_DFF_PP0_	pc_inst.pc[1]$_DFF_PP0_	0.64
Power is estimated from default activity; no workload was simulated.
